`design/flow/config.mk`:
```
export PLATFORM = sky130hd
export DESIGN_NAME = pwm_detection
export DESIGN_NICKNAME = pwm_detection
export VERILOG_FILES = /design/flow/design.v
export SDC_FILE = /design/flow/constraint.sdc
export NUM_CORES = 4
export LEC_CHECK = 1
export CORE_UTILIZATION = 50
```
`design/flow/constraint.sdc`:
```
current_design pwm_detection

set clk_period 6.3
set clk_io_pct 0.2

create_clock -name clk0 -period $clk_period [get_ports {clk}]

set non_clock_inputs [all_inputs -no_clocks]
set_input_delay [expr $clk_period * $clk_io_pct] -clock clk0 $non_clock_inputs
set_output_delay [expr $clk_period * $clk_io_pct] -clock clk0 [all_outputs]
```
`design/flow/design.v`:
```
module pwm_detection(
input clk,
input rst,
input pwm_sig,
output reg [31:0] high_sig,
output reg [31:0] low_sig);
reg prev_pwm_sig;
reg [31:0] cntr;
always@(posedge clk)
begin
	if(!rst)              
	begin
			high_sig<=32'b0;
			low_sig<=32'b0;
			prev_pwm_sig<=1'b0;
			cntr<=32'b0;
	end
	else if(pwm_sig==1'b1)
	begin
		if(prev_pwm_sig == pwm_sig)       
		begin
			cntr<=cntr+1'b1;
		end
		else                              
		begin
			low_sig<=cntr;
			prev_pwm_sig<=1'b1;           
			cntr<=32'b0;                  
		end
	end
	else if(pwm_sig==1'b0)
	begin
		if(prev_pwm_sig==pwm_sig)		 
		begin
			cntr<=cntr+1'b1;
		end
		else                           
		begin
			high_sig<=cntr;
			prev_pwm_sig<=pwm_sig;    
			cntr<=32'b0;               
		end
	end
end
endmodule
```
`design/flow/run.sh`:
```
#!/bin/bash
# OpenROAD 26Q1-2900-gdf79404cd8, Yosys 0.63+post, stock flow scripts
make -C /OpenROAD-flow-scripts/flow DESIGN_CONFIG=/design/flow/config.mk WORK_HOME=/design/flow/orfs finish
```
==> flow_metrics.env <==
# implementation run metrics
export IMPL_clk_latency_ns=0.35
export IMPL_fmax_mhz=362
export IMPL_slowest_delay_ns=0.51
export IMPL_pwr_share_comb_pct=4.7
export IMPL_internal_power_w=0.000912
export IMPL_worst_pin_slew_ns=0.568
export IMPL_grt_pass1_wl_mm=12.7
export IMPL_edf_count=0
export IMPL_synthCells=394
export IMPL_pin_count=67
export IMPL_cts_tree="built"
export IMPL_portBuffers=66
export IMPL_p_switching_w=0.000234
export IMPL_sequentialPowerShare_pct=53.9
export IMPL_grt_pass1_vias=2577
export IMPL_crit_chain="clkdlybuf4s50_1 > ha_2 > buf_4 > mux2i_1 > nor2b_1"
export IMPL_top_cells_by_count="dfxtp_1 (97), mux2i_1 (67), nor2b_1 (65), clkbuf_1 (20), a21oi_1 (16)"
export IMPL_p_per_area_nw_per_um2=233
export IMPL_netlist_area_um2=3970
export IMPL_yosys_cells=394
export IMPL_vias_per_cell=5.13
export IMPL_critical_path_buf_inv_count=2
export IMPL_ys_seq_share_pct=48.9
export IMPL_finClkSkew_ns=0.0102
export IMPL_clkPwrFrac_pct=41.4
export IMPL_first_iter_violations=83
export IMPL_dp_hpwl_mm=4.82
export IMPL_cts_buffers_inserted=9
export IMPL_finalClockPeriodUsage_pct=43.9
export IMPL_ant_nets=0
export IMPL_clock_sinks=97
export IMPL_warnings=27
export IMPL_core_um2=7690
export IMPL_maxCapViolCount=0
export IMPL_vdd_ir_drop_max_uv=199
export IMPL_top_area_share_pct=48.9
export IMPL_grt_max_degree=69
export IMPL_slew_headroom_pct=62.1
export IMPL_wl_per_cell_um=13.9
export IMPL_root_buffer="clkbuf_8"
export IMPL_antennaDiodeCount=0
export IMPL_wl_mm=7.67
export IMPL_rows=32
export IMPL_gr_usage_all_layers_pct=19.5
export IMPL_die_h_um=91.2
export IMPL_postCtsSetupBuffers=0
export IMPL_avgSynthCellArea_um2=10.1
export IMPL_clockBufferDepth=2
export IMPL_cts_resized=0
export IMPL_hp_class="reg -> reg"
export IMPL_cts_max_level=3
export IMPL_critPathTopFamily="buffers and inverters"
export IMPL_crit_type="in -> reg"
export IMPL_cp_arrival_ns=3.01
export IMPL_n_fill_cell=639
export IMPL_fp_utilization_pct=51.7
export IMPL_die_x_um=91.2
export IMPL_place_inst=537
export IMPL_ys_seq_elements=97
export IMPL_rsz0062_at_grt="no"
export IMPL_antenna_found_initial=0
export IMPL_post_route_util_pct=64.0
export IMPL_die_area_um2=8310
export IMPL_cp_end_kind="flip-flop"
export IMPL_status="complete, no violations"
export IMPL_finalSetupViolCount=0
export IMPL_synthToLayoutAreaGrowth_pct=23.8
export IMPL_cellLeakagePower_nw=1.59
export IMPL_drc_errors=0
export IMPL_cp_max_fo=19
export IMPL_routed_via_count=2837
export IMPL_most_common_cell="dfxtp_1"
export IMPL_first_pass_iters=4
export IMPL_cp_required_ns=6.54
export IMPL_setup_tns_ns=0
export IMPL_yosysTopAreaCell="dfxtp_1"
export IMPL_yosysWarnings=1
export IMPL_crit_path_start_kind="input pin"
export IMPL_gp_congestion=0.768
export IMPL_finalHoldViolCount=0
export IMPL_ys_area_um2=3970
export IMPL_drive_gt1_share_pct=5.54
export IMPL_swShare_pct=20.4
export IMPL_ff_type="dfxtp_1"
export IMPL_fin_crit_ns=2.77
export IMPL_async_flop_share_pct=0
export IMPL_crit_slowest_cell="clkdlybuf4s50_1"
export IMPL_finalNonFillerCells=553
export IMPL_maxSlewViolCount=0
export IMPL_ys_types=29
export IMPL_hold_ws_ns=0.511
export IMPL_hold_buffers=0
export IMPL_synth_area_top_cells="dfxtp_1 (49%), mux2i_1 (17%), nor2b_1 (10%)"
export IMPL_clkTransAtPathRegs_ns=0.09
export IMPL_gr_total_overflow=0
[worst reg2reg max path, stage by stage, from the launching register on]
cell and delay, ns:
dfxtp_1 0.54, nand3_4 0.14, or4_1 0.83, or4_1 0.61, a21oi_1 0.15
[through the flow]
step / total power (W) / cell area, µm² / worst slack [ns]
finish: 0.00115 / 4920 / 3.53
global route: 0.00120 / 4920 / 3.42
global placement: 0.000687 / 4680 / 3.18
CTS: 0.00116 / 4920 / 3.53
floorplan: 0.000673 / 3970 / 3.82
detailed placement: 0.000686 / 4680 / 3.16
[cells in the final DEF, fill, tap and decap left out, drive strengths merged, types with 6 or more instances in the layout]
cell           count
mux2i             67
nand2             13
clkbuf            10
nor2              12
nand3             13
xor2               6
dfxtp             97
nand4             11
o31ai             11
a21oi             16
clkdlybuf4s50     65
nor2b             65
or4               12
[per-layer routing]
layer  up-vias  global-route usage (%)  wire length [µm]
met3         5                    4.25               378
met2        52                    29.5              3360
met4         0                    1.46                72
li1       1481                       -                 -
met1      1299                    31.1              3860
met5         -                       0                 0
[state kept, by name, summed over array words and instances (netlist names)]
name,count
cntr,32
high_sig,32
low_sig,32
prev_pwm_sig,1
[final cells by class]
class	count	area [µm²]	share of cell area, %
clock buffer	10	138	2.80
clock inverter	6	105	2.14
sequential	97	1940	39.5
inverter	5	18.8	0.381
multi-input combinational	263	1900	38.7
timing repair buffer	70	686	13.9
tap	102	128	2.59
[worst paths after layout]
path	from	endpoint	slack [ns]	cells after the start
setup / recovery	pwm_sig	low_sig[6]	3.53	5
hold / removal	cntr[0]	cntr[0]	0.51	1
setup reg to reg	cntr[2]	cntr[27]	3.98	4
hold reg to reg	cntr[0]	cntr[0]	0.51	1
[kinds of logic (layout without fill, tap and decap cells)]
family | Yosys count | count (layout) | share of synthesized area (%)
AND/OR/NAND/NOR | 148 | 148 | 22.4
multiplexers | 67 | 67 | 16.9
adder cells (fa/ha/maj) | 3 | 3 | 0.945
buffers and inverters | 34 | 91 | 3.34
XOR/XNOR | 11 | 11 | 2.42
flip-flops | 97 | 97 | 48.9
AND-OR/OR-AND | 34 | 34 | 5.16
[power by group through the flow]
stage     Sequential [W]  Combinational (W)  Clock, W
4_1_cts         0.000617          0.0000547  0.000491
5_1_grt         0.000618          0.0000583  0.000519
6_report        0.000617          0.0000538  0.000475
No activity file was given, so power comes from the tool's default toggle rates.
